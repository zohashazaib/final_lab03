==> ./config.mk <==
export PLATFORM = sky130hd
export DESIGN_NAME = Register_File
export DESIGN_NICKNAME = Register_File
export VERILOG_FILES = /design/flow/design.v
export SDC_FILE = /design/flow/constraint.sdc
export NUM_CORES = 4
export LEC_CHECK = 1
export CORE_UTILIZATION = 30
==> ./constraint.sdc <==
current_design Register_File

set clk_period 7.0
set clk_io_pct 0.2

create_clock -name clk0 -period $clk_period [get_ports {clk}]

set non_clock_inputs [all_inputs -no_clocks]
set_input_delay [expr $clk_period * $clk_io_pct] -clock clk0 $non_clock_inputs
set_output_delay [expr $clk_period * $clk_io_pct] -clock clk0 [all_outputs]
==> ./design.v <==
module Register_File
(
	input [63:0] writeData,
	input [4:0] rs1, rs2, rd,
	input regWrite, clk, reset,
	output reg [63:0] readData1, readData2
);
	reg [63:0] regFile [17:0];
	initial
		begin
			regFile[0] <= 0;
			regFile[1] <= 0;
			regFile[2] <= 0;
			regFile[3] <= 0;
			regFile[4] <= 0;
			regFile[5] <= 0;
			regFile[6] <= 0;
			regFile[7] <= 0;
			regFile[8] <= 0;
			regFile[9] <= 0;
			regFile[10] <= 0;
			regFile[11] <= 0;
			regFile[12] <= 0;
			regFile[13] <= 0;
			regFile[14] <= 0;
			regFile[15] <= 0;
			regFile[16] <= 0;
			regFile[17] <= 0;
		end
	always @(posedge clk)
		begin
			if (reset)
				begin
					readData1 <= 0;
					readData2 <= 0;
				end
			else
				begin
					readData1 <= regFile[rs1];
					readData2 <= regFile[rs2];
					if (regWrite) regFile[rd] <= writeData;
				end
		end
endmodule
==> ./run.sh <==
#!/bin/bash
# OpenROAD 26Q1-2900-gdf79404cd8, Yosys 0.63+post, stock flow scripts
make -C /OpenROAD-flow-scripts/flow DESIGN_CONFIG=/design/flow/config.mk WORK_HOME=/design/flow/orfs finish
==> impl_metrics.csv <==
group,metric,value,unit
sta,finalCriticalPeriod,3720,ps
sta,fmax,269,MHz
clock_network,cts_resized,0,
sta,worst_pin_slew,1270,ps
placed_design,io_buffers,209,
drt,ant_nets,0,
clock_network,cts_inserted_buffers,143,
setup_path,cp-start-kind,"primary input",
drt,drt-total-wl,178,mm
clock_network,cts.hold.buffers_added,0,
floorplanning,die-area,197000,sq um
yosys,synth.avg_cell_area,15.4,sq um
drt,drt-wirelength-per-cell,27.0,um
floorplanning,die_height,444,um
drt,drtIter0Drc,2157,
clock_network,clkTransAtPathRegs,60,ps
sta,fin_skew,24.7,ps
setup_path,critPathMaxFanout,38,
floorplanning,core_util_floorplan,30.3,%
yosys,area_leaders,"edfxtp_1, mux4_2, dfxtp_1, mux2i_1, nor2b_1",
drt,drt-pass1-iter-count,8,
floorplanning,coreArea,193000,sq um
power,power,17.6,mW
finish,layout_top_cell,"edfxtp_1",
clock_network,cts_max_level,4,
global_routing,grt_pass1_vias,37000,
placed_design,hpwl,102,mm
yosys,synth_flops,1280,
yosys,ys_cells,3819,
sta,rsz0062_at_grt,"no",
yosys,yosys_area,58600,sq um
power,peakVddDrop,0.174,mV
drt,vias,35600,
yosys,synthCells,3819,
floorplanning,fp-row-count,161,
clock_network,clockBufferDepth,3,
setup_path,endpoint_kind,"flop",
drt,routed_via_density,5.39,
yosys,synth_cell_types,33,
global_routing,grt_pass1_wl,257,mm
yosys,yosys_warnings,1,
run_status,outcome,"completed",
finish,lay_top_cells,"edfxtp_1, nor2b_1, mux2i_1, a211oi_1, clkdlybuf4s50_1",
yosys,top_area_cell,"edfxtp_1",
sta,max_slew_margin,13.2,%
sta,slew_violations,0,
worst_hold_path,min_path_type,"flop to flop",
finish,area_growth_syn_to_layout,15.4,%
global_routing,grt_usage,18.9,%
clock_network,insertion_delay,760,ps
clock_network,clock-sinks,1280,
sta,tns,0,ps
setup_path,crit_required,7700,ps
run,cap_violations,0,
global_routing,antenna_found_initial,6,
floorplanning,num_io_pins,210,
global_routing,gr-total-overflow,0,
placed_design,routabilityCongestion,0.857,
sta,setup-violations-final,0,
clock_network,post_cts_buffers,0,
yosys,synth_seq_share,63.4,%
sta,hold_viol,0,
clock_network,cts_tree,"yes",
drt,drc,0,
yosys,top_cell_area_share,59.0,%
clock_network,clockRootBuffer,"clkbuf_16",
power,leakagePower,21.3,nW
finish,layout-drive-gt1-share,16.8,%
power,powerDensity,260,nW/um^2
run,warnings,30,
setup_path,crit_type,"primary input to flop",
setup_path,cp_data_arrival_time,4420,ps
floorplanning,chipWidth,444,um
yosys,syn-cell-area,58600,sq um
sta,finalClockPeriodUsage,53.1,%
global_routing,grt_max_degree,113,
finish,nFillCells,18000,
logic make-up after synthesis:
family	count (synthesis)	synth area share, %
mux	768	16.7
buf+inv	322	3.72
flops	1280	63.4
compound gates	896	10.7
simple gates	553	5.57
metal layers:
metal / up-vias / GRT usage (%) / wire (um) / part of all wire [%]
li1: 15700 / - / - / -
met1: 17800 / 22.6 / 64000 / 36
met2: 1789 / 31.0 / 89100 / 50
met3: 315 / 8.66 / 18400 / 10
met4: 4 / 5.58 / 6340 / 3.6
met5: - / 0 / 27 / 0.015
stage by stage:
stage               hold slack (ps)  utilization, %  cells  instance area, sq um  setup WS, ps
CTS                             703            35.0   6595                 67700          3310
floorplan                       657               -   3819                 58600          1780
global route                    731            35.0   6598                 67700          3190
global placement                679            32.5   6331                 62800          2500
detailed placement              686            32.5   6331                 62800          2470
finish                          706            35.0   6598                 67700          3280
power breakdown:
group | switching (mW) | internal [mW] | total (mW)
Combinational | 0.798 | 0.515 | 1.31
Clock | 3.09 | 4.70 | 7.79
Sequential | 0.0646 | 8.43 | 8.49
layout make-up:
type / count / area, sq um / share of cell area [%]
sequential: 1280 / 37200 / 54.9
multi-input combinational: 2217 / 19500 / 28.8
clock buffer: 186 / 4000 / 5.91
tap: 2526 / 3160 / 4.67
timing repair buffer: 308 / 2960 / 4.37
clock inverter: 78 / 885 / 1.31
antenna: 3 / 7.51 / 0.0111
state kept, by name, indices dropped and copies added, names as in the netlist:
| name | flops |
|---|---|
| readData2 | 64 |
| regFile | 1152 |
| readData1 | 64 |
worst max-delay path, stage by stage:
cell and delay [ps]:
buf_4 490, buf_4 650, nor2_4 30, buf_4 340
a2111oi_0 1130, o31a_1 270
path summary, 6_finish.rpt:
kind / slack [ps] / to / cells after the start / from
worst max-delay path: 3280 / readData1[46]$_SDFF_PP0_ / 6 / rs1[1]
worst min-delay path: 710 / readData1[20]$_SDFF_PP0_ / 3 / regFile[16][20]$_DFFE_PP_
worst max register to register: 4990 / readData1[46]$_SDFF_PP0_ / 4 / regFile[5][46]$_DFFE_PP_
worst min register to register: 710 / readData1[20]$_SDFF_PP0_ / 3 / regFile[16][20]$_DFFE_PP_
cell usage after synthesis:
cell and instances:
nand3b_1 1, o22ai_1 128, clkbuf_4 2, nor3_1 128, mux2_2 193, buf_2 64, dfxtp_1 128, buf_6 74
nor2_1 23, or2_2 2, o31a_1 128, nand4b_1 1, edfxtp_1 1152, mux2_4 7, mux2i_1 256, buf_12 4
or3b_2 2, nand2b_1 5, buf_8 22, or3_1 2, buf_1 5, clkbuf_1 146, and2b_1 22, a211oi_1 256
o21ai_0 115, mux4_2 128, mux2_1 184, nand2_1 5, o21ai_1 13, buf_4 5, a2111oi_0 128, nor2b_1 362
a21oi_1 128
Power is estimated from default activity; no workload was simulated.
