$ cat ./config.mk
export PLATFORM = sky130hd
export DESIGN_NAME = multiplexer
export DESIGN_NICKNAME = multiplexer
export VERILOG_FILES = /design/flow/design.v
export SDC_FILE = /design/flow/constraint.sdc
export NUM_CORES = 4
export LEC_CHECK = 1
export CORE_AREA = 10 10 95 95
export DIE_AREA = 0 0 105 105
$ cat ./run.sh
#!/bin/bash
# OpenROAD 26Q1-2900-gdf79404cd8, Yosys 0.63+post, stock flow scripts
make -C /OpenROAD-flow-scripts/flow DESIGN_CONFIG=/design/flow/config.mk WORK_HOME=/design/flow/orfs finish
$ cat ./design.v
module multiplexer
(
	input sel,
	input [63:0] a, b,
	output reg [63:0] data_out
);
	always @(*)
		begin
			case (sel)
				1'b0: data_out = a;
				1'b1: data_out = b;
			endcase
		end
endmodule
$ cat ./constraint.sdc
current_design multiplexer

set clk_period 1.0
set clk_io_pct 0.2

create_clock -name clk0 -period $clk_period

set non_clock_inputs [all_inputs -no_clocks]
set_input_delay [expr $clk_period * $clk_io_pct] -clock clk0 $non_clock_inputs
set_output_delay [expr $clk_period * $clk_io_pct] -clock clk0 [all_outputs]
==> node_exporter_impl.prom <==
# HELP chip_impl_metric Yosys and OpenROAD flow results
# TYPE chip_impl_metric gauge
chip_impl_info{name="status",value="complete, but fails checks"} 1
chip_impl_info{name="failed_checks",value="negative setup slack"} 1
chip_impl_metric{name="total_switching_power",unit="mW"} 0.288
chip_impl_metric{name="cell_total_in_the_yosys_stat_output",unit=""} 71
chip_impl_metric{name="total_placed_cells_including_tap_cells",unit=""} 359
chip_impl_metric{name="yosysChipArea",unit="sq um"} 1080
chip_impl_metric{name="dp_hpwl",unit="microns"} 6060
chip_impl_info{name="timing.setup.critical_path_class",value="input pin to output pin"} 1
chip_impl_metric{name="maximum_fanout_along_the_worst_path",unit=""} 7
chip_impl_metric{name="post_route_cells_drive_above_1_share",unit=""} 0.531
chip_impl_metric{name="clkbuf_count",unit=""} 0
chip_impl_metric{name="power.internal",unit="mW"} 0.971
chip_impl_metric{name="max-vdd-ir-drop",unit="mV"} 0.175
chip_impl_metric{name="vias_per_cell",unit=""} 3.67
chip_impl_metric{name="global_route_wire_length_before_repair",unit="microns"} 9490
chip_impl_metric{name="pin_count_of_the_biggest_net_entering_global_routing",unit=""} 13
chip_impl_metric{name="n_sequential_cell",unit=""} 0
chip_impl_metric{name="detail_route.iter0.violations",unit=""} 11
chip_impl_info{name="startpoint_class",value="input pin"} 1
chip_impl_info{name="rsz_0062_raised_after_global_routing",value="true"} 1
chip_impl_metric{name="cp_data_arrival_time",unit="ns"} 1.00
chip_impl_metric{name="effective_utilization_at_floorplan",unit=""} 0.156
chip_impl_metric{name="log.warning_count",unit=""} 34
chip_impl_info{name="synth_logic_family",value="multiplexers"} 1
chip_impl_metric{name="simple_gate_area_frac",unit=""} 0
chip_impl_metric{name="syn_area",unit="sq um"} 1080
chip_impl_metric{name="postRouteAntennaNets",unit=""} 0
chip_impl_metric{name="power.share.switching",unit=""} 0.229
chip_impl_metric{name="final_core_area_utilization",unit=""} 0.453
chip_impl_metric{name="place.gp.congestion",unit=""} 0.718
chip_impl_metric{name="global_route.usage.total",unit=""} 0.109
chip_impl_metric{name="fin_crit",unit="ns"} 1.20
chip_impl_metric{name="top_cell_area_share",unit=""} 0.836
chip_impl_metric{name="synth_compound_gate_area_share",unit=""} 0
chip_impl_metric{name="met2_usage_in_global_routing",unit=""} 0.224
chip_impl_metric{name="route.detailed.drc",unit=""} 0
chip_impl_metric{name="power-per-cell-area",unit="nW/um^2"} 402
chip_impl_metric{name="fp.dieArea",unit="sq um"} 11000
chip_impl_metric{name="p_comb_frac",unit=""} 1.000
chip_impl_info{name="synth_area_leader_cell",value="sky130_fd_sc_hd__mux2_4"} 1
chip_impl_metric{name="detail_route.wirelength",unit="microns"} 6720
chip_impl_metric{name="synth-xor-area-share",unit=""} 0
chip_impl_metric{name="initial_drt_pass_iterations",unit=""} 4
chip_impl_metric{name="relSlewSlack",unit=""} 0.931
chip_impl_metric{name="synth-warning-count",unit=""} 1
chip_impl_metric{name="synthCells",unit=""} 71
chip_impl_metric{name="core",unit="sq um"} 6910
chip_impl_metric{name="placement.io_buffers",unit=""} 193
chip_impl_metric{name="synth.yosys.seq_area_share",unit=""} 0
chip_impl_metric{name="crit_required",unit="ns"} 0.80
chip_impl_metric{name="sequentialPowerShare",unit=""} 0
chip_impl_metric{name="max_freq",unit="MHz"} 836
chip_impl_metric{name="postCtsHoldBufs",unit=""} 0
chip_impl_metric{name="wire_per_inst",unit="microns"} 18.2
chip_impl_metric{name="flop_area",unit="sq um"} 0
chip_impl_metric{name="timing_max_transition_violations_final",unit=""} 0
chip_impl_metric{name="finalSetupViolations",unit=""} 64
chip_impl_metric{name="timing.max_cap.violations",unit=""} 0
chip_impl_info{name="grt-busiest-layer",value="met2"} 1
chip_impl_metric{name="power.static_leakage",unit="nW"} 1.69
chip_impl_metric{name="rows",unit=""} 30
chip_impl_info{name="netlist_top_cells_area",value="sky130_fd_sc_hd__mux2_4, sky130_fd_sc_hd__buf_12, sky130_fd_sc_hd__mux2_2"} 1
chip_impl_info{name="crit_end_category",value="output pin"} 1
chip_impl_metric{name="chipHeight",unit="microns"} 105
chip_impl_info{name="synth_cell_count_leaders",value="sky130_fd_sc_hd__mux2_4, sky130_fd_sc_hd__buf_12, sky130_fd_sc_hd__mux2_2, sky130_fd_sc_hd__buf_6"} 1
chip_impl_metric{name="synth.lib_cells_used.distinct",unit=""} 4
chip_impl_metric{name="met1_usage",unit=""} 0.106
chip_impl_metric{name="antenna-diode-count",unit=""} 0
chip_impl_metric{name="floorplan.die.width",unit="microns"} 105
chip_impl_metric{name="tightestPinTransition",unit="ns"} 0.103
chip_impl_metric{name="syn_to_final_growth",unit="%"} 191
chip_impl_metric{name="ys_sh_adder",unit=""} 0
chip_impl_metric{name="finalHoldWorstSlack",unit="ns"} 0.705
chip_impl_info{name="synthMostInstantiatedCell",value="sky130_fd_sc_hd__mux2_4"} 1
chip_impl_metric{name="global_route.overflow_total",unit=""} 0
chip_impl_metric{name="fraction_of_met3_tracks_used_by_global_routing",unit=""} 0.0391
chip_impl_metric{name="fin_crit_sh",unit=""} 1.20
chip_impl_metric{name="post_synth_mux_area_share",unit=""} 0.878
chip_impl_metric{name="detailroute.via_count",unit=""} 1354
chip_impl_info{name="timing.hold.worst.class",value="input pin to output pin"} 1
chip_impl_metric{name="setup_total_negative_slack",unit="ns"} -6.80
chip_impl_metric{name="syn-mean-instance-area",unit="sq um"} 15.2
chip_impl_metric{name="hold_viol_final",unit=""} 0
chip_impl_metric{name="final_critical_path_setup_slack",unit="ns"} -0.197
chip_impl_metric{name="io_pins",unit=""} 193
chip_impl_metric{name="power.clock.fraction",unit=""} 0
chip_impl_metric{name="antenna_found_initial",unit=""} 0
chip_impl_metric{name="via_count_of_the_first_global_routing_pass",unit=""} 1573
chip_impl_metric{name="final-instance-count-excl-fill",unit=""} 369
stage by stage:
step           power, mW  area, sq um  setup slack (ns)
4_1_cts             1.23         3010            -0.211
2_1_floorplan      0.408         1080           0.00255
6_report            1.26         3130            -0.197
3_5_place_dp        1.35         3090            -0.549
3_3_place_gp        1.35         3090            -0.559
5_1_grt             1.35         3130            -0.219
layout by cell type, fill, tap and decap left out:
cell type                         count
sky130_fd_sc_hd__buf_6               49
sky130_fd_sc_hd__mux2_2               1
sky130_fd_sc_hd__mux2_4              63
sky130_fd_sc_hd__buf_12               6
sky130_fd_sc_hd__buf_2               17
sky130_fd_sc_hd__dlygate4sd2_1      104
sky130_fd_sc_hd__clkdlybuf4s50_1     18
sky130_fd_sc_hd__dlymetal6s2s_1       4
sky130_fd_sc_hd__buf_4                5
sky130_fd_sc_hd__clkdlybuf4s15_1      2
sky130_fd_sc_hd__buf_8                1
sky130_fd_sc_hd__buf_16               3
final cells by class:
type,instances,area [sq um]
fill,683,3780
tap,96,120
multi-input combinational,64,957
timing repair buffer,209,2050
path summary, 6_finish.rpt:
check | start | end | slack [ns] | cells after the start
max | sel | data_out[12] | -0.20 | 5
min | b[53] | data_out[53] | 0.70 | 3
logic make-up (layout without fill, tap and decap cells):
kind of cell | Yosys count | count (layout)
multiplexers | 64 | 64
buffers and inverters | 7 | 209
power groups by stage:
stage | sequential [mW] | combinational, mW | clock (mW)
after CTS | 0 | 1.23 | 0
after global routing | 0 | 1.35 | 0
final | 0 | 1.26 | 0
metal layers:
metal | part of all wire | wire, microns
met1 | 0.33 | 2210
met2 | 0.58 | 3920
met3 | 0.088 | 589
met4 | 0 | 0
met5 | 0 | 0
critical path, stage by stage:
cell and delay, ns:
sky130_fd_sc_hd__buf_16 0.12, sky130_fd_sc_hd__buf_12 0.13, sky130_fd_sc_hd__buf_12 0.13, sky130_fd_sc_hd__mux2_4 0.30, sky130_fd_sc_hd__buf_6 0.11
timing repair:
action	4_1_cts	5_1_grt
endpoints found under the hold margin	0	0
setup buffers	6	3
setup endpoints to repair	64	63
gates resized	356	18
cloned	2	0
Power is estimated from default activity; no workload was simulated.
